--- flow/run.sh ---
#!/bin/bash
# OpenROAD 26Q1-2900-gdf79404cd8, Yosys 0.63+post, stock flow scripts
make -C /OpenROAD-flow-scripts/flow DESIGN_CONFIG=/design/flow/config.mk WORK_HOME=/design/flow/orfs finish
--- flow/config.mk ---
export PLATFORM = sky130hd
export DESIGN_NAME = clock_divider
export DESIGN_NICKNAME = clock_divider
export VERILOG_FILES = /design/flow/design.v
export SDC_FILE = /design/flow/constraint.sdc
export NUM_CORES = 4
export LEC_CHECK = 1
export CORE_UTILIZATION = 30
--- flow/constraint.sdc ---
current_design clock_divider

set clk_period 3.4
set clk_io_pct 0.2

create_clock -name clk0 -period $clk_period [get_ports {clk}]

set non_clock_inputs [all_inputs -no_clocks]
set_input_delay [expr $clk_period * $clk_io_pct] -clock clk0 $non_clock_inputs
set_output_delay [expr $clk_period * $clk_io_pct] -clock clk0 [all_outputs]
--- flow/design.v ---
`timescale 1ns / 1ps
module clock_divider(
    input clk,
    input rst,
    output reg clk_2hz,
    output reg clk_1hz,
    output reg clk_fast,
    output reg clk_blink
);
parameter ZERO = 7'b1000000;
parameter ONE = 7'b1111001;
parameter TWO = 7'b0100100;
parameter THREE = 7'b0110000;
parameter FOUR = 7'b0011001;
parameter FIVE = 7'b0010010;
parameter SIX = 7'b0000010;
parameter SEVEN = 7'b1111000;
parameter EIGHT = 7'b0000000;
parameter NINE = 7'b0010000;
parameter OFF = 7'b1111111;
parameter MINUTES_TENS_DIGIT = 4'b0111;
parameter MINUTES_ONES_DIGIT = 4'b1011;
parameter SECONDS_TENS_DIGIT = 4'b1101;
parameter SECONDS_ONES_DIGIT = 4'b1110;
parameter MAX_ONES = 9;
parameter MAX_TENS = 5;
parameter TWO_HZ_COUNT = 25000000;
parameter ONE_HZ_COUNT = 50000000;
parameter FAST_COUNT = 200000;
parameter BLINK_COUNT = 37500000;
parameter DB_COUNT = 65535;
    reg [31:0] counter_2hz = 0;
    reg [31:0] counter_1hz = 0;
    reg [31:0] counter_fast = 0;
    reg [31:0] counter_blink = 0;
    always @(posedge clk or posedge rst) begin
        if (rst) begin
            counter_2hz <= 0;
            counter_1hz <= 0;
            counter_fast <= 0;
            counter_blink <= 0;            
            clk_2hz <= 0;
            clk_1hz <= 0;
            clk_fast <= 0;
            clk_blink <= 0;           
        end 
        else begin
            counter_2hz <= counter_2hz + 1;
            counter_1hz  <= counter_1hz + 1;
            counter_fast <= counter_fast + 1;
            counter_blink <= counter_blink + 1; 
            if (counter_2hz >= TWO_HZ_COUNT) begin
                counter_2hz <= 0;
                clk_2hz <= ~clk_2hz;
            end           
            if (counter_1hz >= ONE_HZ_COUNT) begin
                counter_1hz <= 0;
                clk_1hz <= ~clk_1hz;
            end
            if (counter_fast >= FAST_COUNT) begin
                counter_fast <= 0;
                clk_fast <= ~clk_fast;
            end
            if (counter_blink >= BLINK_COUNT) begin
                counter_blink <= 0;
                clk_blink <= ~clk_blink;
            end                        
        end
    end
endmodule
==> flow_metrics.env <==
# yosys + openroad results
export IMPL_status="finished, final reports clean"
export IMPL_fill_cells=1846
export IMPL_p_sw_uw=715
export IMPL_grt_pass1_vias=3616
export IMPL_clk_pin_slew_ns=0.06
export IMPL_rows=50
export IMPL_routabilityCongestion=0.792
export IMPL_grt_max_degree=101
export IMPL_setup_tns_ns=0
export IMPL_p_per_area_nw_per_um2=507
export IMPL_relSlewSlack_pct=42.9
export IMPL_syn_to_final_growth_pct=18.2
export IMPL_ys_cells=544
export IMPL_p_comb_share_pct=2.3
export IMPL_syn_avg_cell_area_sq_um=10.6
export IMPL_drc_errors=0
export IMPL_die_area_sq_um=19700
export IMPL_cts_made_buffers=17
export IMPL_io_pins=6
export IMPL_io_buffers=5
export IMPL_synthCells=544
export IMPL_track_usage_pct=10.4
export IMPL_antenna_found_initial=0
export IMPL_p_int_uw=2740
export IMPL_ant_nets=0
export IMPL_vias_per_cell=4.37
export IMPL_path_cells="ha_1, nand4_1, nor4_1, nand4_1, xor2_1, nor2_1"
export IMPL_setup_viol=0
export IMPL_yosys_stat_area_sq_um=5760
export IMPL_vdd_drop_max_uv=351
export IMPL_layout_cells_most_common="dfrtp_1"
export IMPL_crit_type="reg2reg"
export IMPL_cp_common_cell="nand4_1"
export IMPL_slowest_stage="nor4_1"
export IMPL_diodes=0
export IMPL_tritoncts="done"
export IMPL_yosysWarnings=1
export IMPL_drt_iter0_drc=154
export IMPL_crit_path_start_kind="flip-flop"
export IMPL_rsz0062_at_grt="false"
export IMPL_clock_power_share_pct=50.7
export IMPL_h_tree_depth=4
export IMPL_fin_crit_sh_pct=60.8
export IMPL_swShare_pct=20.7
export IMPL_ys_seq_share_pct=57.4
export IMPL_coreArea_sq_um=18800
export IMPL_drt_wl_total_mm=9.00
export IMPL_slew_violations=0
export IMPL_cp_end_kind="flip-flop"
export IMPL_seq_power_share_pct=47.0
export IMPL_postSynth_asyncResetShare_pct=100
export IMPL_tightest_slew_ns=0.849
export IMPL_fin_ws_ns=1.33
export IMPL_grt_pass1_wl_mm=16.6
export IMPL_fin_skew_ns=0.00540
export IMPL_leakage_uw=0.00275
export IMPL_clkLatencyLatePin_ns=0.40
export IMPL_ys_seq_elements=132
export IMPL_overflow=0
export IMPL_die_w_um=141
export IMPL_ctsResizeCount=0
export IMPL_synth_main_ff_cell="dfrtp_1"
export IMPL_min_path_type="reg2reg"
export IMPL_yosysUniqueCellTypes=40
export IMPL_cts_hold_fix_buffers=0
export IMPL_synth_edff_count=0
export IMPL_worstPathMaxFanout=5
export IMPL_clock_sinks=132
export IMPL_required_ns=3.68
export IMPL_post_drt_wl_per_cell_um=10.7
export IMPL_period_minus_slack_ns=2.07
export IMPL_cts_buffer_depth=2
export IMPL_lay_top_cells="132 x dfrtp_1, 117 x nor2_1, 61 x xor2_1"
export IMPL_postCtsSetupBuffers=0
export IMPL_cts_root_buf="clkbuf_16"
export IMPL_place_hpwl_mm=5.64
export IMPL_warnings=35
export IMPL_final_hold_viol_count=0
export IMPL_cp_arrival_ns=2.35
export IMPL_dp_slack_ns=1.35
export IMPL_firstDrtPassIters=4
export IMPL_initCoreUtil_pct=30.7
export IMPL_drive_above_1_share_pct=8.20
export IMPL_die_height_um=141
export IMPL_num_vias=3692
export IMPL_slowest_delay_ns=0.76
export IMPL_maxCapViolCount=0
export IMPL_fmax_mhz=483
export IMPL_syn_area_sq_um=5760
-- area by class of cell --
type	instances	area, sq um	share of cell area [%]
sequential	132	3300	48.5
multi-input combinational	415	2440	35.9
clock buffer	19	443	6.51
tap	234	293	4.30
clock inverter	13	134	1.97
timing repair buffer	12	115	1.69
inverter	19	75.1	1.10
-- metrics by stage --
step / utilization (%) / total power [uW] / std cells / hold WS (ns) / area [sq um]
finish: 36.3 / 3450 / 844 / 0.461 / 6800
global route: 36.3 / 3590 / 844 / 0.478 / 6800
CTS: 36.3 / 3510 / 844 / 0.469 / 6800
detailed placement: 33.2 / 1730 / 812 / 0.460 / 6230
global placement: 33.2 / 1730 / 812 / 0.454 / 6230
floorplan: - / 1690 / 576 / 0.420 / 5880
-- logic make-up after synthesis --
group                    Yosys count  synth area share, %
other                              1               0.0652
AND-OR/OR-AND                     14                 2.20
XOR/XNOR                          89                 13.5
flip-flops                       132                 57.4
adder cells (fa/ha/maj)            8                 1.74
AND/OR/NAND/NOR                  271                 22.8
buffers and inverters             29                 2.28
-- layer usage --
layer | global-route usage, % | routed length (um)
met1 | 16.2 | 4630
met2 | 15.4 | 3890
met3 | 3.13 | 385
met4 | 1.20 | 89
met5 | 0 | 0
-- Yosys cell counts (2+ instances only) --
library cell  instances  share of area [%]
nand4_2               2               0.43
ha_1                  8                1.7
nand3_1              44                3.8
nand2_1              32                2.1
and4_1                4               0.61
nand4_1              23                2.5
inv_1                19                1.2
dfrtp_1             132                 57
buf_2                 6               0.52
clkbuf_1              2               0.13
a31oi_1               2               0.22
nor3_1               10               0.87
buf_6                 2               0.39
nor4_2                3               0.65
nor4_1               12                1.3
and2_1                2               0.22
xnor2_1              28                4.3
a21oi_1               2               0.17
xor2_1               61                9.3
and3_1               10                1.1
nor2_1              117                7.6
or2_2                 2               0.22
or4_1                 4               0.52
-- path summary, 6_finish.rpt --
path                                 from           endpoint  slack, ns  depth (start not counted)
min                               clk_2hz            clk_2hz       0.46                          1
min reg2reg                       clk_2hz            clk_2hz       0.46                          1
max reg2reg                counter_2hz[0]    counter_2hz[20]       1.33                          6
min in group asynchronous             rst   counter_blink[0]       0.60                          2
max                        counter_2hz[0]    counter_2hz[20]       1.33                          6
max in group asynchronous             rst  counter_blink[21]       1.98                          3
-- critical path, delay by kind of cell, from the launching register on --
kind	cells	cell delay [ns]
AND/OR/NAND/NOR	4	1.13
adder cells (fa/ha/maj)	1	0.24
XOR/XNOR	1	0.17
flip-flops	1	0.40
-- registers in the layout, summed over array words and instances, names as in the netlist --
signal         count
clk_1hz            1
clk_2hz            1
clk_blink          1
clk_fast           1
counter_1hz       32
counter_2hz       32
counter_blink     32
counter_fast      32
-- power by group through the flow --
stage,combinational (uW),sequential (uW),clock [uW]
4_1_cts,83.0,1620,1800
6_report,78.7,1620,1750
5_1_grt,92.6,1630,1870
Power and IR drop assume default switching activity.
