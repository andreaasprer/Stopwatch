`config.mk`:
```
export PLATFORM = sky130hd
export DESIGN_NAME = create_display
export DESIGN_NICKNAME = create_display
export VERILOG_FILES = /design/flow/design.v
export SDC_FILE = /design/flow/constraint.sdc
export NUM_CORES = 4
export LEC_CHECK = 1
export CORE_AREA = 10 10 78 78
export DIE_AREA = 0 0 88 88
```
`constraint.sdc`:
```
current_design create_display

set clk_period 3.1
set clk_io_pct 0.2

create_clock -name clk0 -period $clk_period [get_ports {clk_fast}]

set non_clock_inputs [all_inputs -no_clocks]
set_input_delay [expr $clk_period * $clk_io_pct] -clock clk0 $non_clock_inputs
set_output_delay [expr $clk_period * $clk_io_pct] -clock clk0 [all_outputs]
```
`design.v`:
```
`timescale 1ns / 1ps
module create_display(
    input clk_fast,
    input clk_blink,
    input sel, input adj,
    input [6:0] minutes_tens_cathode,
	input [6:0] minutes_ones_cathode,
	input [6:0] seconds_tens_cathode,
	input [6:0] seconds_ones_cathode,
	output  [6:0] cathode,
	output  [3:0] anode
);
parameter ZERO = 7'b1000000;
parameter ONE = 7'b1111001;
parameter TWO = 7'b0100100;
parameter THREE = 7'b0110000;
parameter FOUR = 7'b0011001;
parameter FIVE = 7'b0010010;
parameter SIX = 7'b0000010;
parameter SEVEN = 7'b1111000;
parameter EIGHT = 7'b0000000;
parameter NINE = 7'b0010000;
parameter OFF = 7'b1111111;
parameter MINUTES_TENS_DIGIT = 4'b0111;
parameter MINUTES_ONES_DIGIT = 4'b1011;
parameter SECONDS_TENS_DIGIT = 4'b1101;
parameter SECONDS_ONES_DIGIT = 4'b1110;
parameter MAX_ONES = 9;
parameter MAX_TENS = 5;
parameter TWO_HZ_COUNT = 25000000;
parameter ONE_HZ_COUNT = 50000000;
parameter FAST_COUNT = 200000;
parameter BLINK_COUNT = 37500000;
parameter DB_COUNT = 65535;
	reg [1:0] switch  = 2'b00;
	reg [6:0] cathode_temp;
	reg [3:0] anode_temp;
	always @(posedge clk_fast) begin
		if (switch == 0) begin
			switch <= switch + 2'b1;
			anode_temp <= 4'b0111;
			if (adj && !sel) begin
				if (clk_blink) begin
					cathode_temp <= minutes_tens_cathode;
			end
			else begin
				cathode_temp <= OFF;
			end
		end
		else begin
			cathode_temp <= minutes_tens_cathode;
		end
	end
	else if (switch == 1) begin
		switch <= switch + 2'b1;
		anode_temp <= 4'b1011;
		if (adj && !sel) begin
			if (clk_blink) begin
				cathode_temp <= minutes_ones_cathode;
			end
			else begin
				cathode_temp <= OFF;
			end
		end
		else begin
			cathode_temp <= minutes_ones_cathode;
		end
	end
	else if (switch == 2) begin
		switch <= switch + 2'b1;
		anode_temp <= 4'b1101;
			if (adj && sel) begin
				if (clk_blink) begin
					cathode_temp <= seconds_tens_cathode;
				end
				else begin
					cathode_temp <= OFF;
				end
			end
			else begin
				cathode_temp <= seconds_tens_cathode;
			end
		end 
		else if (switch == 3) begin
			switch <= 2'b0;
			anode_temp <= 4'b1110;
			if (adj && sel) begin
				if (clk_blink) begin
					cathode_temp <= seconds_ones_cathode;
				end
				else begin
					cathode_temp <= OFF;
				end
			end
			else begin
				cathode_temp <= seconds_ones_cathode;
			end
		end
	end
    assign cathode = cathode_temp;
	assign anode = anode_temp;
endmodule
```
`run.sh`:
```
#!/bin/bash
# OpenROAD 26Q1-2900-gdf79404cd8, Yosys 0.63+post, stock flow scripts
make -C /OpenROAD-flow-scripts/flow DESIGN_CONFIG=/design/flow/config.mk WORK_HOME=/design/flow/orfs finish
```
==> datasheet_impl.txt <==
Characteristics after synthesis and place and route

Parameter                              Value

Route
  N_diodes    0
  Routed WL    about 2100 microns
  Length of routed met3 wiring    just over 400 microns
  Routed WL per cell    ~13 microns
  Drt drc    0
  Violation count after the first detailed-route iteration    between 40 and 50
  Detailed route wirelength on metal2    613 microns
  Top layer reached by signal wires    met4
  Detailed-routing wirelength on met1    around 1100 microns
  Number of vias in the routed layout    670
  Post-route ant nets    0
  Router iterations before antenna repair    4
  Drt via density    about 4.2

Synth
  Mapped Cells    around 63
  Sequential fraction of the synthesis area    0.475
  Yosys reg bits    13
  Avg Cell Area, Syn    between 10 and 15 sq um
  Yosys cell count    roughly 63
  Synth Warn #    1
  Netlist area before placement    between 700 and 800 sq um
  Library cells used by synthesis    20
  Total cell area reported by yosys after synthesis    738 sq um

CTS
  CTS max path bufs    2
  Number of hold buffers added after CTS    0
  # resized after CTS    0
  CTS tree    built
  Library cell used as clock root buffer    sky130_fd_sc_hd__clkbuf_8
  Clock transition at the registers of the reported paths    0.05 ns
  Buffer count from post-CTS setup fixing    0
  Number of clock buffers inserted by TritonCTS    3
  Total number of clock tree sinks    13
  Maximum level of the CTS H-tree    1
  Worst-Skew Late Latency    0.24 ns

Global routing
  Global-route usage over all layers    0.0561
  Largest net degree at the start of global routing    12
  Initial antenna violation count    0
  GRT Residual Overflow    0
  Global-route wire length before repair    ~3400 microns
  Via count of the first global-routing pass    between 700 and 800

Finish
  Area delta synth->final    70.3%
  Layout cells sized above 1    0.0654
  Most numerous logic cell after layout    sky130_fd_sc_hd__clkdlybuf4s50_1
  Final design instance area without fill    0.00126 sq mm
  Most frequent cells in the layout    42 x sky130_fd_sc_hd__clkdlybuf4s50_1, 9 x sky130_fd_sc_hd__edfxtp_1, 7 x sky130_fd_sc_hd__inv_1, 7 x sky130_fd_sc_hd__mux2i_1

Floorplan
  Number of rows created at floorplan    24
  Total die area    around 0.0077 sq mm
  Chip Width    88 microns
  Number of ports placed on the die boundary    between 40 and 50
  Effective utilization at floorplan    0.167
  Vertical die dimension    88 microns
  Area of the core region    between 0.004 and 0.005 sq mm

STA
  Final hold slack    ~0.45 ns
  Final period utilization    0.617
  Number of endpoints failing setup at the final stage    0
  Final clock skew    about 0.0028 ns
  Hold Violations, Final    0
  Max-Slew Margin vs Limit    0.625
  Worst Tran Pin Value    0.563 ns
  Minimum clock period after layout    1.91 ns
  Max Transition Viols Final    0
  Final TNS setup    0 ns
  Unrepaired setup endpoints after global routing    no
  Highest Clock Rate    between 500 and 600 MHz

Place
  Final HPWL from detailed placement    about 1900 microns
  GP Congestion    ~0.81
  Number of input and output port buffers inserted    approximately 42
  Dpl cell area    between 0.001 and 0.0015 sq mm

Critical path
  Slowest stage cell, crit path    sky130_fd_sc_hd__ha_1
  Chain of cells forming the critical path    inv_1 > ha_1 > nand2b_1
  Critical setup path kind    reg2reg
  Worst endpoint data arrival time    around 1.8 ns
  Max stage delay on crit path    0.53 ns
  Kind of cell adding the most delay to the critical path    adder cells
  Critical Path Fanout Max    11
  WP data required    around 3 ns
  Critical Path End Type    flop
  Buffers and inverters on the worst path    1
  Element type at the critical path start    flop

Job
  Stage-log warning count    30
  Max-capacitance violation count    0

Run status
  Run status    complete, no violations

Power
  Standby leakage power    0.436 nW
  PD cells    310 mW/mm^2
  Largest vdd supply drop    roughly 0.15 mV

Min path
  HP Class    reg2reg
cell type report:
type / count / area, sq um
Multi-Input combinational cell: 41 / 349
Inverter: 7 / 26.3
Sequential cell: 13 / 350
Clock inverter: 1 / 5.00
Timing Repair Buffer: 42 / 420
Clock buffer: 3 / 41.3
Tap cell: 52 / 65.1
Fill cell: 442 / 3160
synth_stat cells:
| master | number | share of area |
|---|---|---|
| sky130_fd_sc_hd__dfxtp_1 | 4 | 0.11 |
| sky130_fd_sc_hd__inv_1 | 7 | 0.036 |
| sky130_fd_sc_hd__ha_1 | 6 | 0.10 |
| sky130_fd_sc_hd__o21ai_0 | 2 | 0.014 |
| sky130_fd_sc_hd__nand2b_1 | 2 | 0.017 |
| sky130_fd_sc_hd__nand3b_1 | 1 | 0.010 |
| sky130_fd_sc_hd__o21ai_2 | 1 | 0.012 |
| sky130_fd_sc_hd__a22oi_1 | 6 | 0.061 |
| sky130_fd_sc_hd__mux2i_1 | 7 | 0.095 |
| sky130_fd_sc_hd__o22ai_1 | 6 | 0.051 |
| sky130_fd_sc_hd__buf_2 | 1 | 0.0068 |
| sky130_fd_sc_hd__nor3_1 | 1 | 0.0068 |
| sky130_fd_sc_hd__nor2_1 | 2 | 0.010 |
| sky130_fd_sc_hd__a21oi_1 | 3 | 0.020 |
| sky130_fd_sc_hd__o31ai_1 | 1 | 0.010 |
| sky130_fd_sc_hd__buf_4 | 1 | 0.010 |
| sky130_fd_sc_hd__or3b_1 | 1 | 0.012 |
| sky130_fd_sc_hd__a22oi_2 | 1 | 0.017 |
| sky130_fd_sc_hd__edfxtp_1 | 9 | 0.37 |
| sky130_fd_sc_hd__a311oi_4 | 1 | 0.036 |
per-layer routing:
| layer | up-vias | global-route usage |
|---|---|---|
| li1 | 327 | - |
| met1 | 279 | 0.0798 |
| met2 | 60 | 0.0635 |
| met3 | 4 | 0.0430 |
| met4 | 0 | 0.0130 |
| met5 | - | 0 |
flip-flops by register name, indices dropped and copies added (netlist names):
register      flops
switch            2
cathode_temp      7
anode_temp        4
worst register-to-register path: cells and delay by family (launching register included):
kind,cells,cell delay [ns]
fa+ha+maj,1,0.53
buf+inv,1,0.15
flops,1,0.46
simple gates,1,0.43
through the flow:
stage | total power [mW] | utilization | setup WS [ns] | instances
2_1_floorplan | 0.203 | - | 1.50 | 63
3_3_place_gp | 0.246 | 0.274 | 1.15 | 155
3_5_place_dp | 0.246 | 0.274 | 1.07 | 155
4_1_cts | 0.394 | 0.285 | 1.16 | 159
5_1_grt | 0.406 | 0.285 | 1.05 | 159
6_report | 0.389 | 0.285 | 1.19 | 159
power breakdown:
group	internal, mW	switching, mW	total (mW)
registers	0.185	0	0.185
clock network	0.0886	0.0583	0.147
logic	0.0423	0.0146	0.0570
final timing paths:
path                    to  slack (ns)          start  cells past startpoint
max reg2reg      switch[1]        1.19      switch[0]                      3
min reg2reg  anode_temp[3]        0.45  anode_temp[3]                      2
max              switch[1]        1.19      switch[0]                      3
min          anode_temp[3]        0.45  anode_temp[3]                      2
cell families (layout without fill, tap and decap cells):
family / after synthesis / after routing / synth area share
AND/OR/NAND/NOR: 7 / 7 / 0.0559
AND-OR/OR-AND: 21 / 21 / 0.220
flip-flops: 13 / 13 / 0.475
multiplexers: 7 / 7 / 0.0949
adder cells (fa/ha/maj): 6 / 6 / 0.102
buffers and inverters: 9 / 53 / 0.0525
Power is estimated from default activity; no workload was simulated.
