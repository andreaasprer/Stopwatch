## flow/config.mk

```make
export PLATFORM = sky130hd
export DESIGN_NAME = debouncer
export DESIGN_NICKNAME = debouncer
export VERILOG_FILES = /design/flow/design.v
export SDC_FILE = /design/flow/constraint.sdc
export NUM_CORES = 4
export LEC_CHECK = 1
export CORE_AREA = 10 10 90 90
export DIE_AREA = 0 0 100 100
```

## flow/constraint.sdc

```tcl
current_design debouncer

set clk_period 3.4
set clk_io_pct 0.2

create_clock -name clk0 -period $clk_period [get_ports {clk}]

set non_clock_inputs [all_inputs -no_clocks]
set_input_delay [expr $clk_period * $clk_io_pct] -clock clk0 $non_clock_inputs
set_output_delay [expr $clk_period * $clk_io_pct] -clock clk0 [all_outputs]
```

## flow/design.v

```verilog
`timescale 1ns / 1ps
module debouncer(
   input clk,
   input signal_i,
   output signal_f
);
parameter ZERO = 7'b1000000;
parameter ONE = 7'b1111001;
parameter TWO = 7'b0100100;
parameter THREE = 7'b0110000;
parameter FOUR = 7'b0011001;
parameter FIVE = 7'b0010010;
parameter SIX = 7'b0000010;
parameter SEVEN = 7'b1111000;
parameter EIGHT = 7'b0000000;
parameter NINE = 7'b0010000;
parameter OFF = 7'b1111111;
parameter MINUTES_TENS_DIGIT = 4'b0111;
parameter MINUTES_ONES_DIGIT = 4'b1011;
parameter SECONDS_TENS_DIGIT = 4'b1101;
parameter SECONDS_ONES_DIGIT = 4'b1110;
parameter MAX_ONES = 9;
parameter MAX_TENS = 5;
parameter TWO_HZ_COUNT = 25000000;
parameter ONE_HZ_COUNT = 50000000;
parameter FAST_COUNT = 200000;
parameter BLINK_COUNT = 37500000;
parameter DB_COUNT = 65535;
   reg [15:0] counter = 0;
   reg store;
   reg temp_signal;
   reg cur_signal;
   always @(*) begin
       store <= signal_i;
   end
   always @(posedge clk) begin
       temp_signal <= store;
   end
   always @(posedge clk) begin
       if (cur_signal == temp_signal) begin
           counter <= 0;
       end else begin
           counter <= counter + 1'b1;
           if (counter == DB_COUNT) begin
               cur_signal <= temp_signal;
               counter <= 0;
           end
       end
   end
   assign signal_f = cur_signal;
endmodule
```

## flow/run.sh

```bash
#!/bin/bash
# OpenROAD 26Q1-2900-gdf79404cd8, Yosys 0.63+post, stock flow scripts
make -C /OpenROAD-flow-scripts/flow DESIGN_CONFIG=/design/flow/config.mk WORK_HOME=/design/flow/orfs finish
```

==> impl_metrics.csv <==
group,metric,value,unit
clock_tree,cts_root_buffer,"clkbuf_8",
final_timing,rsz0062_at_grt,"no",
power,ir_drop,0.000285,V
drt,firstDrtPassIters,3,
final_timing,relSlewSlack,63.0,%
logic_synthesis,ys_sh_simple,28.9,%
die,die_area,10000,um^2
global_route,grt_pass1_vias,526,
logic_synthesis,aoi_share,1.30,%
final_timing,hold_violations,0,
critical_path,cp.arrival,1.08,ns
critical_path,critPathSlowestCell,"clkdlybuf4s50_1",
final_timing,hold_ws,0.455,ns
clock_tree,cts_tree,"yes",
worst_hold_path,hp-class,"flip-flop to flip-flop",
clock_tree,clk_pin_slew,0.07,ns
final_timing,worstMarginPinSlew,0.551,ns
critical_path,cp.depth,1,
clock_tree,htree_num_levels,1,
status,status,"complete, no violations",
placed_design,pre_cts_slack,1.67,ns
final_timing,setup_viol,0,
logic_synthesis,ys_ff,18,
flow_run,drv_cap,0,
clock_tree,clockBufferDepth,2,
power,p_leak,0.266,nW
drt,routed_via_density,3.27,
global_route,track_usage,2.49,%
logic_synthesis,xor_area_share,15.9,%
drt,insertedDiodeCount,0,
drt,drc,0,
logic_synthesis,ys_area,769,um^2
drt,ant_nets,0,
placed_design,dp_cells,161,
power,powerDensity,435,nW/um^2
die,dieHeight,100,um
drt,wire_per_inst,7.25,um
logic_synthesis,synth.distinct_cells,22,
finish,syn_to_final_growth,20.2,%
clock_tree,cts_buffers,3,
final_timing,finClkSkew,0.00307,ns
clock_tree,ctsHoldBuffers,0,
critical_path,path_cells,"clkdlybuf4s50_1",
die,core_area,6280,um^2
drt,postRouteWirelength,1.20,mm
placed_design,placed_cell_area,870,um^2
logic_synthesis,synth_stat.cells,84,
global_route,grt_overflow_total,0,
global_route,grt_max_degree,12,
logic_synthesis,synth_cells,84,
logic_synthesis,ys_sh_mux,0,%
final_timing,setup_ws,1.64,ns
logic_synthesis,topCellsByArea,"dfxtp_1 (44%), xnor2_1 (14%), nor2_1 (7.3%), nand3_1 (3.9%), edfxtp_1 (3.9%)",
finish,drive_above_1_share,11.4,%
finish,fin_area,925,um^2
critical_path,required,2.72,ns
logic_synthesis,top_area_cell,"dfxtp_1",
global_route,antenna_found_initial,0,
flow_run,tool_warnings,25,
die,ioPinCount,3,
clock_tree,post_cts_buffers,0,
critical_path,start_kind,"flip-flop",
drt,vias,539,
final_timing,clock.fmax,567,MHz
critical_path,cpPeakStageDelay,0.47,ns
critical_path,reg2reg_depth,5,
logic_synthesis,syn_area,769,um^2
global_route,grt_pass1_wl,2.19,mm
critical_path,crit_fanout,2,
drt,drt_iter0_drc,11,
die,initial_core_util,12.3,%
final_timing,fin_crit_sh,51.9,%
logic_synthesis,yosys_warnings,1,
critical_path,critPathBufInv,1,
die,fp-row-count,29,
logic_synthesis,ys_seq_share,48.1,%
logic_synthesis,top_logic_kind,"simple AND/OR/NAND/NOR gates",
logic_synthesis,top_area_share,44.2,%
placed_design,place_hpwl,854,um
clock_tree,cts_sinks,18,
final_timing,slew_viol_final,0,
finish,fillerInstances,701,
placed_design,port_buffers,2,
logic_synthesis,ys_sh_adder,1.63,%
die,fp.dieW,100,um
critical_path,crit_type,"flip-flop to output pin",
critical_path,cp_top_family,"buffers and inverters",
placed_design,gp_congestion,0.820,
final_timing,tns,0,ns
clock_tree,cts_resized,0,
final_timing,period_minus_slack,1.76,ns
logic_synthesis,avgSynthCellArea,9.16,um^2
critical_path,worst_setup_path_end_kind,"output pin",
clock_tree,insertion_delay,0.25,ns
finish,finalNonFillerCells,165,
worst_hold_path,hold_path_depth,0,
[layout by cell type, fill, tap and decap left out, drive strengths merged]
cell type and count:
dfxtp 17, nand2 4, or2 1, a21oi 1, or3 1, xor2 2
clkbuf 4, edfxtp 1, nand4 4, inv 4, nand3 6, nor2b 1
o21ai 1, ha 1, nor2 17, clkdlybuf4s50 2, nor4 5, nor3 4
xnor2 12
[registers in the layout (all words and copies together) (netlist names)]
register	cells
temp_signal	1
cur_signal	1
counter	16
[logic make-up (layout without fill, tap and decap cells)]
family	Yosys count	in the layout
DFF	18	18
buffers and inverters	6	10
xor gates and xnor gates	14	14
AOI/OAI and AO/OA	2	2
and+or+nand+nor	43	43
adders and majority gates	1	1
[area by class of cell]
type	count	area, um^2	area share, %
sequential	18	370	40.1
multi-input combinational	60	368	39.8
tap	77	96.3	10.4
clock buffer	4	55.1	5.95
timing repair buffer	2	20.0	2.17
inverter	4	15.0	1.62
[final timing paths]
kind,startpoint,end,slack (ns)
setup / recovery,cur_signal,signal_f,1.64
hold / removal,temp_signal,cur_signal,0.46
setup reg to reg,counter[0],counter[2],1.65
hold reg to reg,temp_signal,cur_signal,0.46
[synth_stat cells]
master	n
dfxtp_1	17
nor2_1	15
xnor2_1	12
nand3_1	6
inv_1	4
nand2_1	4
nor3_1	4
nor4_1	4
nand4_1	3
nor2_2	2
xor2_1	2
a21oi_1	1
buf_2	1
buf_6	1
edfxtp_1	1
ha_1	1
nand4_2	1
nor2b_1	1
nor4_2	1
o21ai_0	1
or2_2	1
or3_2	1
[metrics by stage]
stage	utilization (%)	power, mW
finish	14.7	0.402
global route	14.7	0.418
CTS	14.7	0.410
detailed placement	13.9	0.237
global placement	13.9	0.236
floorplan	-	0.233
[where the power goes]
| group | leakage (nW) | switching (mW) | internal [mW] |
|---|---|---|---|
| registers | 0.147 | 0.00411 | 0.216 |
| logic | 0.0905 | 0.00669 | 0.00495 |
| clock network | 0.0288 | 0.0673 | 0.103 |
[routing by layer]
metal | track usage [%] | vias up | wire (um)
met5 | 0 | - | 0
met4 | 0.109 | 0 | 0
met3 | 0.972 | 0 | 53
met2 | 4.03 | 4 | 509
met1 | 3.24 | 246 | 633
li1 | - | 289 | -
Power and IR drop assume default switching activity.
